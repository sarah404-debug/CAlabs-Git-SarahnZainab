<file path="./config.mk">
export PLATFORM = sky130hd
export DESIGN_NAME = sevenSegDriver
export DESIGN_NICKNAME = sevenSegDriver
export VERILOG_FILES = /design/flow/design.v
export SDC_FILE = /design/flow/constraint.sdc
export NUM_CORES = 4
export LEC_CHECK = 1
export CORE_UTILIZATION = 50
</file>
<file path="./run.sh">
#!/bin/bash
# OpenROAD 26Q1-2900-gdf79404cd8, Yosys 0.63+post, stock flow scripts
make -C /OpenROAD-flow-scripts/flow DESIGN_CONFIG=/design/flow/config.mk WORK_HOME=/design/flow/orfs finish
</file>
<file path="./constraint.sdc">
current_design sevenSegDriver

set clk_period 30.7
set clk_io_pct 0.2

create_clock -name clk0 -period $clk_period [get_ports {clk}]

set non_clock_inputs [all_inputs -no_clocks]
set_input_delay [expr $clk_period * $clk_io_pct] -clock clk0 $non_clock_inputs
set_output_delay [expr $clk_period * $clk_io_pct] -clock clk0 [all_outputs]
</file>
<file path="./design.v">
`timescale 1ns / 1ps
module bin2bcd(
    input  [15:0] bin,
    output reg [3:0] thousands,
    output reg [3:0] hundreds,
    output reg [3:0] tens,
    output reg [3:0] ones
);
    integer i;
    reg [31:0] scratch;
    always @(*) begin
        scratch = {16'b0, bin};
        for (i = 0; i < 16; i = i + 1) begin
            if (scratch[19:16] >= 5) scratch[19:16] = scratch[19:16] + 3;
            if (scratch[23:20] >= 5) scratch[23:20] = scratch[23:20] + 3;
            if (scratch[27:24] >= 5) scratch[27:24] = scratch[27:24] + 3;
            if (scratch[31:28] >= 5) scratch[31:28] = scratch[31:28] + 3;
            scratch = scratch << 1;
        end
        ones      = scratch[19:16];
        tens      = scratch[23:20];
        hundreds  = scratch[27:24];
        thousands = scratch[31:28];
    end
endmodule
`timescale 1ns / 1ps
module sevenSegDriver(
    input         clk,
    input  [15:0] data,
    output reg [6:0] seg,
    output reg [3:0] an
);
    reg [16:0] clkDiv;
    reg [1:0]  digit_sel;
    always @(posedge clk) begin
        clkDiv <= clkDiv + 1;
        if (clkDiv == 17'd99999) begin
            clkDiv    <= 0;
            digit_sel <= digit_sel + 1;
        end
    end
    wire [3:0] thousands, hundreds, tens, ones;
    bin2bcd BCD_CONV (
        .bin(data),
        .thousands(thousands),
        .hundreds(hundreds),
        .tens(tens),
        .ones(ones)
    );
    reg [3:0] current_digit;
    always @(*) begin
        case (digit_sel)
            2'b00: begin an = 4'b1110; current_digit = ones;      end  
            2'b01: begin an = 4'b1101; current_digit = tens;      end
            2'b10: begin an = 4'b1011; current_digit = hundreds;  end
            2'b11: begin an = 4'b0111; current_digit = thousands; end  
            default: begin an = 4'b1111; current_digit = 4'd0;   end
        endcase
    end
    always @(*) begin
        case (current_digit)
            4'd0: seg = 7'b1000000;  
            4'd1: seg = 7'b1111001;  
            4'd2: seg = 7'b0100100;  
            4'd3: seg = 7'b0110000;  
            4'd4: seg = 7'b0011001;  
            4'd5: seg = 7'b0010010;  
            4'd6: seg = 7'b0000010;  
            4'd7: seg = 7'b1111000;  
            4'd8: seg = 7'b0000000;  
            4'd9: seg = 7'b0010000;  
            default: seg = 7'b1111111;  
        endcase
    end
endmodule
</file>
==> impl_metrics.tcl <==
# implementation run metrics
set metrics [dict create \
    yosys-stat-area_sq_um 6590 \
    crit_path_end_kind "output port" \
    cts-htree-levels 1 \
    drt_iter0_drc 425 \
    syn_to_final_growth_pct 6.29 \
    cp_slowest_cell "clkdlybuf4s50_1" \
    final_antenna_net_count 0 \
    worst-endpoint-required_ns 24.56 \
    grt_pass1_vias 5898 \
    fin_cells 1100 \
    cp_max_fo 10 \
    relSlewSlack_pct 34.3 \
    period_minus_slack_ns 27.95 \
    hold_buffers 0 \
    yosysSeqAreaShare_pct 6.08 \
    io_pins 28 \
    drive_gt1_share_pct 7.87 \
    cts-root-buf "clkbuf_16" \
    post-route-period-util_pct 91.1 \
    reg2reg_to "digit_sel[1]" \
    die-width_um 117 \
    setup_viol 0 \
    numCtsBuffers 3 \
    grt_usage_pct 24.0 \
    tightest_slew_ns 0.985 \
    slowest_delay_ns 0.65 \
    clk_pin_slew_ns 0.05 \
    synth.avg_cell_area_sq_um 7.03 \
    viasPerCell 6.40 \
    ys_types 101 \
    final_area_sq_um 7000 \
    syn_area_sq_um 6590 \
    r2r_slack_ns 28.79 \
    fin_setup_tns_ns 0 \
    hold_viol 0 \
    clk_path_buf_depth 2 \
    synthFlopType "dfxtp_1" \
    crit_top_cell "ha_1" \
    drc 0 \
    clk-insertion-delay-late_ns 0.25 \
    fp_util_pct 51.8 \
    yosysWarnings 2 \
    slew_viol_final 0 \
    die_h_um 117 \
    numPortBuffers 27 \
    ff2ff_path_depth 4 \
    cp-endpoint "seg[5]" \
    max_freq_mhz 35.8 \
    warnings 40 \
    crit_type "in -> out" \
    arrival_ns 21.81 \
    rr_startpoint "clkDiv[12]" \
    ys_cells 937 \
    hp-class "reg -> reg" \
    async_flop_share_pct 0 \
    antenna_found_initial 0 \
    grt_max_degree 23 \
    fin_skew_ns 0.00123 \
    edf_count 2 \
    place_congestion 0.891 \
    first_pass_iters 5 \
    totalWireLength_um 16200 \
    synth_flop_count 19 \
    postLayoutCoreUtil_pct 55.0 \
    cts_setup_buffers 0 \
    placed_cells 1096 \
    antennaDiodeCount 0 \
    layout_top_cell "nor2_1" \
    post_cts_resized 0 \
    crit_start "data[13]" \
    rsz0062_at_grt "false" \
    start_kind "input pin" \
    place_area_sq_um 6920 \
    post-place-ws_ns 2.92 \
    vias 7038 \
    syn_inst 937 \
    lay_top_cells "nor2_1 (87), a21oi_1 (70), nand2_1 (60), inv_1 (55), ha_1 (45)" \
    status "finished clean" \
    dieArea_sq_um 13600 \
    timing.max_cap.violations 0 \
    hpwlAfterDp_um 12700 \
    core-area_sq_um 12700 \
    fin_ws_ns 2.75 \
    gr-total-overflow 0 \
    cts_sinks 19 \
    num_rows 41 \
    cts_tree "built" \
    routedWlPerCell_um 14.8 \
    grt_pass1_wl_um 27100 \
]
## layout make-up
| class | count | area (sq um) |
|---|---|---|
| Tap cell | 172 | 215 |
| Clock buffer | 4 | 78.8 |
| Inverter | 59 | 221 |
| Sequential cell | 19 | 400 |
| Fill cell | 1229 | 5720 |
| Timing Repair Buffer | 32 | 308 |
| Multi-Input combinational cell | 814 | 5780 |
## state kept, by name (all words and copies together) (netlist names)
| name | count |
|---|---|
| clkDiv | 17 |
| digit_sel | 2 |
## how the worst min path moves through the flow
stage	start	to	slack, ns	cells past startpoint
4_1_cts	clkDiv[4]	clkDiv[4]	0.46	1
5_1_grt	clkDiv[4]	clkDiv[4]	0.49	1
6_report	clkDiv[4]	clkDiv[4]	0.45	1
## routing by layer
metal  GRT usage (%)  vias to the layer above  share of wire, %
met3           0.839                       11               3.7
met4            1.69                        0              0.75
met5               0                        -                 0
met1            37.3                     3278                51
met2            38.9                      128                44
li1                -                     3621                 -
## metrics by stage
stage / hold WS, ns
CTS: 0.455
detailed placement: 0.447
finish: 0.453
floorplan: 0.426
global placement: 0.443
global route: 0.487
## critical path: cells and delay by family
family | cells | cell delay [ns]
mux | 1 | 0.27
buf+inv | 15 | 2.25
simple gates | 10 | 2.40
fa+ha+maj | 15 | 3.33
compound gates | 27 | 5.88
xor+xnor | 7 | 1.56
## kinds of logic (layout without fill, tap and decap cells)
logic type / Yosys count / count (layout) / share of synthesized area (%)
adder cells (fa/ha/maj): 47 / 47 / 8.85
flip-flops: 19 / 19 / 6.08
buffers and inverters: 104 / 95 / 6.21
AND/OR/NAND/NOR: 335 / 335 / 26.2
multiplexers: 34 / 34 / 5.94
AND-OR/OR-AND: 362 / 362 / 41.9
XOR/XNOR: 36 / 36 / 4.79
## cell usage after synthesis (11+ instances only)
library cell / count / area share, %
nor4_1: 12 / 1.1
o21ai_0: 35 / 2.7
nor2_1: 87 / 5.0
a211oi_1: 17 / 1.9
nor3_1: 36 / 2.7
a21oi_1: 70 / 5.3
ha_1: 45 / 8.5
nand3_1: 26 / 2.0
buf_2: 12 / 0.91
and2_1: 16 / 1.5
a21o_1: 15 / 1.7
o21ai_1: 18 / 1.4
o31ai_1: 11 / 1.3
a311oi_1: 11 / 1.5
nand2_1: 60 / 3.4
or3_1: 17 / 1.6
a31oi_1: 13 / 1.2
dfxtp_1: 17 / 5.2
xnor2_1: 29 / 3.9
clkbuf_1: 31 / 1.8
mux2i_1: 22 / 3.3
o21a_1: 14 / 1.6
o211ai_1: 18 / 2.1
inv_1: 55 / 3.1
and3_1: 15 / 1.4
